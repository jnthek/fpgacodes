### design/flow/run.sh
#!/bin/bash
# OpenROAD 26Q1-2900-gdf79404cd8, Yosys 0.63+post, stock flow scripts
make -C /OpenROAD-flow-scripts/flow DESIGN_CONFIG=/design/flow/config.mk WORK_HOME=/design/flow/orfs finish
### design/flow/config.mk
export PLATFORM = sky130hd
export DESIGN_NAME = shiftreg
export DESIGN_NICKNAME = shiftreg
export VERILOG_FILES = /design/flow/design.v
export SDC_FILE = /design/flow/constraint.sdc
export NUM_CORES = 4
export LEC_CHECK = 1
export CORE_UTILIZATION = 30
### design/flow/constraint.sdc
current_design shiftreg

set clk_period 2.8
set clk_io_pct 0.2

create_clock -name clk0 -period $clk_period [get_ports {clk}]

set non_clock_inputs [all_inputs -no_clocks]
set_input_delay [expr $clk_period * $clk_io_pct] -clock clk0 $non_clock_inputs
set_output_delay [expr $clk_period * $clk_io_pct] -clock clk0 [all_outputs]
### design/flow/design.v
module shiftreg
#(
    parameter WIDTH = 32
)
 (
    input clk,
    input databit,
    input rst,
    output newdata,
    output [WIDTH-1:0] dataout
);
reg[WIDTH-1:0] shreg=0;
reg[WIDTH-1:0] rxbuffer=0;
reg[14:0] clkcounter=0;  
reg datagood=0;
always @(posedge clk) begin
    if (rst) begin
        shreg <=0;
        clkcounter <=0;
    end else begin
        shreg <= {shreg[WIDTH-2:0], databit};
        clkcounter <= clkcounter+1;
    end
    if (WIDTH==clkcounter) begin
        clkcounter <= 0;
        rxbuffer <= shreg;
        datagood <= 1;
    end
    if (1==clkcounter) begin
        datagood <=0;
    end
end
assign dataout=rxbuffer;
assign newdata=datagood;
endmodule
==> flow_summary_export.csv <==
group,metric,value,unit
clock_tree,ctsResizeCount,0,
routing,drc,0,
logic_synthesis,synth_top_area_share,0.372,
logic_synthesis,ys_types,23,
floorplan,rows,33,
power,comb_power_share,0.015,
power,ir_drop,0.323,mV
clock_tree,cts_tree,"yes",
clock_tree,cts-buffers-inserted,9,
clock_tree,cts-root-buf,"clkbuf_8",
power,p_per_area,616,mW/mm^2
critical_path,worstPathMaxFanout,15,
global_routing,grt-ovfl-total,0,
cells_and_area,finalNonFillerCells,337,
clock_tree,clk_pin_slew,0.08,ns
final_timing,setup_ws,0.845,ns
clock_tree,cts_max_path_buffers,2,
placed_design,portBuffers,35,
final_timing,final_hold_viol_count,0,
floorplan,die_h,94.7,um
logic_synthesis,synth-main-ff-cell,"dfxtp_1",
cells_and_area,fill_cells,788,
placed_design,place.gp.congestion,0.833,
logic_synthesis,ys_cells,183,
critical_path,cp.arrival,2.17,ns
clock_tree,cts_max_level,3,
routing,routed-via-count,1377,
routing,ant_nets,0,
critical_path,start_kind,"register",
power,p_int,1.55,mW
logic_synthesis,edf_count,32,
critical_path,critical_path_class,"reg -> reg",
logic_synthesis,ys_seq_frac,0.745,
floorplan,fp.coreArea,0.00826,mm^2
logic_synthesis,ys_seq_elements,80,
final_timing,rsz0062_at_grt,"false",
logic_synthesis,yosysWarningCount,1,
clock_tree,cts_hold_buffers,0,
routing,diodes,0,
placed_design,dp_slack,0.851,ns
floorplan,die_w,94.7,um
global_routing,grt_antenna_before_repair,0,
global_routing,grt_pass1_vias,1276,
run,drv_cap,0,
final_timing,fin_crit_sh,0.698,
routing,viasPerCell,4.09,
global_routing,grt_max_degree,33,
final_timing,setup_violations,0,
cells_and_area,drive_gt1_frac,0.0991,
logic_synthesis,synth_cells,183,
hold_path,hold_class,"reg -> reg",
final_timing,relSlewSlack,0.657,
routing,dr.pass1.iters,4,
routing,detail_route.wirelength,3.44,mm
global_routing,grt_pass1_wl,5.78,mm
final_timing,slew_viol_final,0,
logic_synthesis,avgSynthCellArea,14.1,um^2
placed_design,placedCellCount,321,
power,p_total,1.99,mW
final_timing,tightest_slew,0.514,ns
power,power.share.clock,0.375,
clock_tree,cts_setup_buffers,0,
placed_design,dp_hpwl,2.22,mm
logic_synthesis,largest_area_cell,"dfxtp_1",
floorplan,chipArea,0.00897,mm^2
status,outcome,"finished, final reports clean",
final_timing,setup_tns,0,ns
logic_synthesis,synth_area,0.00258,mm^2
clock_tree,clock_latency,0.34,ns
power,switchingPower,0.438,mW
logic_synthesis,top_cells_by_area,"dfxtp_1 (37%), edfxtp_1 (37%), nor2b_1 (7.8%)",
final_timing,min_period,1.95,ns
power,p_seq_frac,0.611,
final_timing,max_freq,0.512,GHz
global_routing,gr-usage-all-layers,0.0850,
final_timing,skew,0.00508,ns
cells_and_area,synthToLayoutAreaGrowth,25.0,%
logic_synthesis,ys_area,0.00258,mm^2
floorplan,fp-utilization,0.312,
critical_path,cp-end-kind,"register",
power,leakage,1.17,nW
routing,drt-initial-drc-count,64,
power,power_switching_share,0.221,
logic_synthesis,async_flop_share,0,
routing,wl_per_cell,10.2,um
clock_tree,clkSinkCount,80,
floorplan,ios,36,
run,warnings,27,
cells_and_area,fin_util,0.390,
critical_path,critPathRequiredTime,3.01,ns
[cells in the final DEF (no fill, tap or decap), types with 5 or more instances in the layout]
cell type	Yosys	routed
dfxtp_1	48	48
clkdlybuf4s50_1	0	35
nor2b_1	32	32
edfxtp_1	32	32
nor2_1	17	17
xnor2_1	9	9
clkbuf_8	0	9
inv_1	6	6
nand2_1	5	5
[Yosys cell counts, types with 2 or more instances]
master,n
clkbuf_1,3
dfxtp_1,48
edfxtp_1,32
ha_1,3
inv_1,6
nand2_1,5
nand3_1,3
nand4_1,4
nor2_1,17
nor2b_1,32
nor3_1,4
nor4_1,2
or4_4,3
xnor2_1,9
xor2_1,4
[layout make-up]
type,instances,area [um^2],area share
clock buffer,9,124,0.0384
clock inverter,7,53.8,0.0167
inverter,6,22.5,0.00698
multi-input combinational,92,598,0.185
sequential,80,1920,0.596
tap,105,131,0.0407
timing repair buffer,38,373,0.116
[final timing paths]
kind                   endpoint  cells past startpoint  slack (ns)           from
hold / removal     rxbuffer[31]                      0        0.41      shreg[31]
setup / recovery  clkcounter[9]                      4        0.85  clkcounter[2]
hold reg to reg    rxbuffer[31]                      0        0.41      shreg[31]
setup reg to reg  clkcounter[9]                      4        0.85  clkcounter[2]
[metrics by stage]
step,area (um^2),hold slack (ns)
finish,3220,0.409
detailed placement,3050,0.391
global route,3220,0.418
CTS,3220,0.414
floorplan,2580,0.386
global placement,3050,0.387
[power by group through the flow]
stage	logic (mW)	clock network [mW]	registers, mW
4_1_cts	0.0298	0.772	1.21
5_1_grt	0.0331	0.827	1.21
6_report	0.0293	0.745	1.21
[logic make-up after synthesis]
kind of cell / share of synthesized area
flops: 0.745
xor+xnor: 0.0441
buf+inv: 0.0233
fa+ha+maj: 0.0146
simple gates: 0.168
compound gates: 0.00485
[worst max-delay path, cell delays in order, from the launching register on]
cell,delay [ns]
dfxtp_1,0.36
or4_4,0.57
nor4_4,0.31
or2_1,0.47
nor2_1,0.11
[metal layers]
layer | track usage | part of all wire
met5 | 0 | 0
met3 | 0.0327 | 0.054
met1 | 0.124 | 0.49
met4 | 0.0215 | 0.0084
met2 | 0.124 | 0.45
[flip-flops by register name, indices dropped and copies added (netlist names)]
signal,cells
clkcounter,15
datagood,1
rxbuffer,32
shreg,32
Power figures rest on the tool's default switching activity, not on a simulated workload.
