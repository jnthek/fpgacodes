`./design.v`:
```
module buttonpress
(
    input btn1,
    input btn2,
    input clk,
    output[5:0] led
);
localparam delayUnits = 27000000;
reg [5:0] accumulator = 0;
reg [5:0] ledOut      = 0;
reg [32:0] clockCounter = 0;
always @(posedge clk)
begin
    if (clockCounter==delayUnits)
    begin
        clockCounter <= 0;
        ledOut <= accumulator;
        accumulator <= 0;
    end
    else
    begin
        clockCounter <= clockCounter+1;
        if (btn1==0)
        begin
            accumulator <= accumulator+1;
        end
    end
end
assign led = ~ledOut;
endmodule
```
`./run.sh`:
```
#!/bin/bash
# OpenROAD 26Q1-2900-gdf79404cd8, Yosys 0.63+post, stock flow scripts
make -C /OpenROAD-flow-scripts/flow DESIGN_CONFIG=/design/flow/config.mk WORK_HOME=/design/flow/orfs finish
```
`./config.mk`:
```
export PLATFORM = sky130hd
export DESIGN_NAME = buttonpress
export DESIGN_NICKNAME = buttonpress
export VERILOG_FILES = /design/flow/design.v
export SDC_FILE = /design/flow/constraint.sdc
export NUM_CORES = 4
export LEC_CHECK = 1
export CORE_UTILIZATION = 30
```
`./constraint.sdc`:
```
current_design buttonpress

set clk_period 7.0
set clk_io_pct 0.2

create_clock -name clk0 -period $clk_period [get_ports {clk}]

set non_clock_inputs [all_inputs -no_clocks]
set_input_delay [expr $clk_period * $clk_io_pct] -clock clk0 $non_clock_inputs
set_output_delay [expr $clk_period * $clk_io_pct] -clock clk0 [all_outputs]
```
==> flow_summary_export.csv <==
group,metric,value,unit
outcome,status,"completed",
drt,wl,3.249,mm
synthesis,synth_stat.cells,200,
floorplanning,io_pins,9,
setup_path,crit_path_max_fanout,1,
setup_path,r2r_start,"clockCounter[0]$_SDFF_PN0_",
clock_tree,cts.path.max_buffers,2,
power,power_switching_share,22.79,%
global_route,grt_usage,11.16,%
setup_path,critical_path_arrival,1160,ps
placed_design,port_buffers,7,
power,p_comb_share,6.7,%
synthesis,area_leaders,"dfxtp_1, edfxtp_1, xnor2_1, nand4_1, xor2_1",
synthesis,edf_count,6,
synthesis,netlist-cell-type-count,31,
run,maxCapViolations,0,
placed_design,place_area,0.002085,mm²
drt,n_antenna_cell,0,
final_timing,drv_slew,0,
finish,layout-drive-gt1-share,5.769,%
floorplanning,core_area,0.006061,mm²
final_timing,fmax,391.2,MHz
drt,drt_pass1_iterations,4,
drt,drt-initial-drc-count,92,
min_path,min_to,"ledOut[5]$_DFFE_PN_",
power,power_density,227.9,mW/mm²
clock_tree,cts_root_buf,"clkbuf_8",
placed_design,post-dp-hpwl,2.316,mm
synthesis,synth.avg_cell_area,9.684,µm²
global_route,antenna_found_initial,0,
drt,antenna_left,0,
run,warnings,27,
synthesis,async_reset_ff_share,0,%
finish,syn_to_final_growth,12.08,%
final_timing,setup_viol,0,
synthesis,synth_top_area_share,40.31,%
setup_path,crit_family,"buffers and inverters",
synthesis,ys_area,0.001937,mm²
synthesis,ys_warn_count,1,
final_timing,finClkSkew,6.509,ps
global_route,grt_pass1_wl,5.692,mm
synthesis,common_cells,"dfxtp_1, xnor2_1, nand4_1, nor2_1",
floorplanning,die_w,82.35,µm
floorplanning,rows,28,
clock_tree,htree_levels,2,
floorplanning,fp_util,31.96,%
global_route,grt_max_degree,19,
drt,wire_per_inst,11.48,µm
min_path,min_from,"accumulator[5]$_SDFFE_PN0N_",
setup_path,worstSetupPathType,"flip-flop to output pin",
final_timing,post-route-min-period,2556,ps
final_timing,maxSlewHeadroom,40.99,%
power,pwr-share-clk,32.1,%
synthesis,synth.most_common_cell,"dfxtp_1",
power,internal-power,0.0003819,W
synthesis,netlist_area,0.001937,mm²
min_path,hold_path_class,"flip-flop to flip-flop",
power,seq_power_share,61.1,%
setup_path,crit_required,5600,ps
setup_path,worst_path_max_delay_cell,"clkdlybuf4s50_1",
clock_tree,clock_sinks,45,
setup_path,crit_path_end_kind,"output pin",
synthesis,synthFlopType,"dfxtp_1",
min_path,min_path_cells,0,
finish,fill_cells,613,
finish,fin_area,0.002171,mm²
final_timing,rsz0062_at_grt,"false",
setup_path,worstRegToRegCells,6,
synthesis,ys_seq_elements,45,
global_route,grt_pass1_vias,1206,
drt,vias,1380,
setup_path,crit_chain,"inv_1, clkdlybuf4s50_1",
setup_path,reg2reg_to,"ledOut[4]$_DFFE_PN_",
drt,route.detailed.drc,0,
clock_tree,clk_latency,290,ps
synthesis,postSynthCellCount,200,
clock_tree,cts.clk_slew.worst_paths,70,ps
clock_tree,cts-buffers-inserted,5,
floorplanning,die-area,0.006782,mm²
final_timing,period_used_share,36.52,%
clock_tree,holdBufCountCts,0,
setup_path,critPathBufInv,2,
synthesis,top_area_cell,"dfxtp_1",
clock_tree,cts_tree,"built",
power,max-vdd-ir-drop,0.00009411,V
global_route,globalRoute.totalOverflow,0,
placed_design,place_congestion,0.7941,
drt,avgViaCountPerCell,4.876,
setup_path,critPathLaunchType,"flip-flop",
final_timing,tightestPinTransition,877.9,ps
clock_tree,cts-resized-gates,0,
synthesis,ys_seq_share,49.61,%
power,p_sw,0.0001127,W
final_timing,finalHoldViolations,0,
clock_tree,cts_setup_buffers,0,
setup_path,reg2reg_slack,4690,ps
setup_path,cpPeakStageDelay,450,ps
floorplanning,fp.dieH,82.35,µm
final_timing,fin_tns_setup,0,ps
power,power_leakage,0.7822,nW
## cells by family (layout without fill, tap and decap cells)
group | after synthesis | count (layout) | synth area share [%]
AND-OR/OR-AND | 14 | 14 | 3.876
XOR/XNOR | 29 | 29 | 13.11
AND/OR/NAND/NOR | 89 | 89 | 26.94
flip-flops | 45 | 45 | 49.61
buffers and inverters | 19 | 27 | 4.005
multiplexers | 1 | 1 | 0.5168
adder cells (fa/ha/maj) | 3 | 3 | 1.938
## sequential cells by signal, summed over array words and instances (netlist names)
| signal | count |
|---|---|
| clockCounter | 33 |
| ledOut | 6 |
| accumulator | 6 |
## final cells by class
| class | count | area (µm²) | share of cell area (%) |
|---|---|---|---|
| clock buffers | 7 | 86.33 | 3.977 |
| inverters | 12 | 45.04 | 2.075 |
| multi-input cells | 136 | 907.1 | 41.79 |
| flip-flops and latches | 45 | 960.9 | 44.27 |
| well taps | 75 | 93.84 | 4.323 |
| repair buffers | 8 | 77.57 | 3.573 |
## power by group through the flow
stage     Clock, W  Sequential (W)  Combinational (W)
4_1_cts   0.000165        0.000302          0.0000336
5_1_grt   0.000175        0.000305          0.0000390
6_report  0.000159        0.000302          0.0000333
## per-layer routing
| metal | up-vias | global-route usage (%) | routed length (µm) |
|---|---|---|---|
| li1 | 718 | - | - |
| met2 | 17 | 15.12 | 1309 |
| met1 | 639 | 18.09 | 1723 |
| met5 | - | 0 | 0 |
| met4 | 0 | 1.404 | 53 |
| met3 | 6 | 3.567 | 162 |
## metrics by stage
| step | worst slack, ps | instances | hold slack (ps) | total power (W) | utilization, % |
|---|---|---|---|---|---|
| 3_5_place_dp | 4367 | 276 | 443.3 | 0.0003419 | 34.39 |
| 2_1_floorplan | 4997 | 200 | 429.2 | 0.0003330 | - |
| 6_report | 4444 | 283 | 460.9 | 0.0004947 | 35.82 |
| 4_1_cts | 4416 | 283 | 465.5 | 0.0005008 | 35.82 |
| 5_1_grt | 4352 | 283 | 482.8 | 0.0005185 | 35.82 |
| 3_3_place_gp | 4390 | 276 | 443.6 | 0.0003400 | 34.39 |
## how the worst max path moves through the flow
stage | slack, ps | endpoint | from | cells after the start
final | 4440 | led[5] | ledOut[5]$_DFFE_PN_ | 2
after global routing | 4350 | led[2] | ledOut[2]$_DFFE_PN_ | 2
after CTS | 4420 | led[5] | ledOut[5]$_DFFE_PN_ | 2
## worst reg2reg max path: stages, from the launching register on
cell and delay (ps):
dfxtp_1 350, inv_1 70, ha_1 140, nor4b_1 260
nand4_1 190, nor4_4 640, buf_4 360
## cells in the final DEF (no fill, tap or decap)
| cell type | count |
|---|---|
| o31ai_1 | 1 |
| clkbuf_8 | 6 |
| a21oi_1 | 7 |
| nor4_2 | 1 |
| nand3_1 | 12 |
| o21ai_0 | 5 |
| or4_1 | 3 |
| nor4_4 | 1 |
| clkbuf_1 | 1 |
| nand4_1 | 17 |
| nor2_1 | 17 |
| xnor2_1 | 20 |
| and3_1 | 1 |
| a21o_1 | 1 |
| nand4_2 | 1 |
| and4_1 | 5 |
| dfxtp_1 | 39 |
| inv_1 | 12 |
| edfxtp_1 | 6 |
| nand2_1 | 8 |
| xor2_1 | 9 |
| ha_1 | 3 |
| or2_2 | 1 |
| nor4_1 | 4 |
| nor4b_1 | 2 |
| buf_4 | 1 |
| nand4b_1 | 1 |
| mux2i_1 | 1 |
| or3_1 | 5 |
| and4_2 | 1 |
| nor2b_1 | 2 |
| and2_1 | 4 |
| clkdlybuf4s50_1 | 7 |
| nor3_1 | 3 |
Power is estimated from default activity; no workload was simulated.
