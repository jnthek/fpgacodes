File: /design/flow/run.sh
#!/bin/bash
# OpenROAD 26Q1-2900-gdf79404cd8, Yosys 0.63+post, stock flow scripts
make -C /OpenROAD-flow-scripts/flow DESIGN_CONFIG=/design/flow/config.mk WORK_HOME=/design/flow/orfs finish
File: /design/flow/design.v
module topmodule(
    input sysclk,
    output[3:0] led
);
localparam WAITTIME = 5;
reg[32:0] clkcounter=0;
reg[3:0] ledcounter=0;
always @(posedge sysclk) begin
    if (WAITTIME == clkcounter) begin
        clkcounter <= 0;
        ledcounter <= ledcounter+1;
    end
    clkcounter <= clkcounter+1;
end
assign led = ~ledcounter;
endmodule
File: /design/flow/config.mk
export PLATFORM = sky130hd
export DESIGN_NAME = topmodule
export DESIGN_NICKNAME = topmodule
export VERILOG_FILES = /design/flow/design.v
export SDC_FILE = /design/flow/constraint.sdc
export NUM_CORES = 4
export LEC_CHECK = 1
export CORE_AREA = 10 10 102 102
export DIE_AREA = 0 0 112 112
File: /design/flow/constraint.sdc
current_design topmodule

set clk_period 4.4
set clk_io_pct 0.2

create_clock -name clk0 -period $clk_period [get_ports {sysclk}]

set non_clock_inputs [all_inputs -no_clocks]
set_input_delay [expr $clk_period * $clk_io_pct] -clock clk0 $non_clock_inputs
set_output_delay [expr $clk_period * $clk_io_pct] -clock clk0 [all_outputs]
==> flow_metrics.py <==
# Auto-generated metrics
metrics = {
    "power": {
        "p_sw_uw": 112.4,
        "p_sw_share_pct": 20.01,
        "combPwrFrac_pct": 0,
        "clkPwrFrac_pct": 39.5,
        "ir_worst_vdd_mv": 0.1083,
        "seqPwrFrac_pct": 60.5,
        "p_per_area_mw_per_mm2": 296.8,
        "p_leak_uw": 0.0006333,
        "power.internal_uw": 449.4,
    },
    "detailed_routing": {
        "routedWlPerCell_um": 9.649,
        "drt-pass1-iter-count": 4,
        "dr_total_vias": 1132,
        "ant_nets": 0,
        "vias_per_cell": 4.101,
        "drtIter0Drc": 73,
        "routed_wl_um": 2663,
        "drcViolationCount": 0,
        "diodes": 0,
    },
    "floorplanning": {
        "dieWidth_um": 112,
        "core_mm2": 0.008217,
        "fp_util_pct": 20.19,
        "die_h_um": 112,
        "rows": 33,
        "die-area_mm2": 0.01254,
        "ios": 5,
    },
    "global_routing": {
        "antenna_found_initial": 0,
        "grt_pass1_wl_um": 4761,
        "grt_max_degree": 12,
        "grt_overflow": 0,
        "grt_pass1_vias": 1035,
        "grt_usage_pct": 4.333,
    },
    "worst_setup_path": {
        "cp_top_family": "buffers and inverters",
        "cp.arrival_ns": 1.25,
        "critPathKind": "reg -> out",
        "required_ns": 3.52,
        "path_max_fanout": 3,
        "cp_slowest_stage_delay_ns": 0.46,
        "worst_setup_path_start_kind": "flop",
        "crit_start": "ledcounter[0]",
        "r2r_end": "clkcounter[31]",
        "crit_slowest_cell": "clkdlybuf4s50_1",
        "crit_buf_inv": 2,
        "end_kind": "output pin",
        "ff2ff_setup_slack_ns": 2.70,
        "r2r_start": "clkcounter[22]",
        "worstRegToRegCells": 4,
        "crit_path_cell_trace": "inv_1 > clkdlybuf4s50_1",
    },
    "sta": {
        "rsz0062_at_grt": "false",
        "fmax_mhz": 469.9,
        "hold_viol_final": 0,
        "totalNegativeSetupSlack_ns": 0,
        "final.period_utilization_pct": 48.37,
        "slew_viol_final": 0,
        "fin_skew_ns": 0.004445,
        "post-route-min-period_ns": 2.128,
        "relSlewSlack_pct": 53.41,
        "setup_viol": 0,
        "worstMarginPinSlew_ns": 0.6925,
    },
    "clock_network": {
        "cts-root-buf": "clkbuf_8",
        "cts_buffers": 5,
        "cts_hold_buf": 0,
        "tritoncts": "done",
        "cts.sinks": 37,
        "clk_latency_ns": 0.28,
        "cts-resized-gates": 0,
        "path_clk_slew_ns": 0.07,
        "postCtsSetupRepairBufs": 0,
        "cts_buffer_depth": 2,
        "h-tree-depth": 2,
    },
    "run": {
        "maxCapViolations": 0,
        "warning_count": 26,
    },
    "logic_synthesis": {
        "ys_area_mm2": 0.001659,
        "syn_area_mm2": 0.001659,
        "top_cells_by_area": "dfxtp_1 40%, xnor2_1 11%, edfxtp_1 7.2%",
        "ys_warn_count": 1,
        "netlist_instances": 162,
        "synth_flops": 37,
        "top_area_cell": "dfxtp_1",
        "netlist.area_leader.share_pct": 39.82,
        "avgSynthCellArea_um2": 10.24,
        "synth.distinct_cells": 24,
        "ys_seq_share_pct": 47.06,
        "ys_cells": 162,
    },
    "finish": {
        "logic_area_um2": 828.3,
        "drive_gt1_share_pct": 8.772,
        "n_fill_cell": 843,
        "flop_area_um2": 780.7,
        "syn_to_final_growth_pct": 14.10,
        "fin_cells": 276,
        "finalInstanceArea_mm2": 0.001893,
    },
    "min_path": {
        "hold_path_startpoint": "clkcounter[0]",
        "holdPathEnd": "clkcounter[0]",
        "hold_class": "reg -> reg",
        "hold_depth": 1,
    },
    "placed_design": {
        "place_area_mm2": 0.001810,
        "routabilityCongestion": 0.8172,
        "port_buffers": 4,
        "dp.cells": 268,
        "dp_hpwl_um": 1958,
    },
    "status": {
        "outcome": "complete, no violations",
    },
}
-- cells by family (layout without fill, tap and decap cells) --
group,after synthesis,in the layout,share of synthesized area [%]
flip-flops,37,37,47.06
XOR/XNOR,33,33,17.42
buffers and inverters,11,20,3.016
adder cells (fa/ha/maj),3,3,2.263
AND/OR/NAND/NOR,78,78,30.24
-- cell usage after synthesis --
library cell and count:
and3_1 2, and4_1 2, buf_2 1, buf_6 1, clkbuf_1 1, dfxtp_1 33
edfxtp_1 4, ha_1 3, inv_1 8, nand2_1 12, nand3_1 16, nand3_4 1
nand4_1 14, nand4_2 1, nor2_1 9, nor3_1 2, nor3_2 1, nor4_1 9
nor4_2 2, nor4_4 3, nor4b_1 2, or3_1 2, xnor2_1 21, xor2_1 12
-- worst max-delay path by stage --
stage,to,cells after the start
6_report,led[0],2
4_1_cts,led[0],2
5_1_grt,led[1],2
-- metal layers --
metal  part of all wire, %  track usage [%]
met5                     0                0
met4                   2.6           0.9306
met3                   5.2            1.412
met2                    40            6.255
met1                    52            6.181
-- power groups by stage --
stage     combinational [µW]  sequential [µW]  clock [µW]
6_report            0.000276              340         222
5_1_grt             0.000276              340         244
4_1_cts             0.000276              340         233
-- sequential cells by signal (all words and copies together) (netlist names) --
name	count
clkcounter	33
ledcounter	4
-- cell usage in the layout (no fill, tap or decap), drive strengths merged, types with 3 or more instances in the layout --
cell | synthesis | layout
dfxtp | 33 | 33
xnor2 | 21 | 21
nand3 | 17 | 17
nand4 | 15 | 15
nor4 | 14 | 14
nand2 | 12 | 12
xor2 | 12 | 12
nor2 | 9 | 9
inv | 8 | 8
clkbuf | 1 | 6
edfxtp | 4 | 4
clkdlybuf4s50 | 0 | 4
ha | 3 | 3
nor3 | 3 | 3
-- per-stage QoR --
stage	power (µW)	hold WS (ns)	setup slack [ns]	utilization, %
after floorplan	347.4	0.4051	2.920	-
after global placement	347.4	0.4228	2.581	22.03
after detailed placement	347.4	0.4272	2.564	22.03
after CTS	572.7	0.4419	2.242	23.04
after global routing	583.2	0.4842	2.206	23.04
final	561.8	0.4360	2.272	23.04
-- cell type report --
| class | instances | area share [%] |
|---|---|---|
| clock buffer | 6 | 3.833 |
| clock inverter | 2 | 0.5287 |
| inverter | 8 | 1.586 |
| multi-input combinational | 114 | 43.75 |
| sequential | 37 | 41.24 |
| tap | 105 | 6.940 |
| timing repair buffer | 4 | 2.115 |
No activity file was given, so power comes from the tool's default toggle rates.
